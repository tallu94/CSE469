[./design.v]
module shifter
(
  input wire [2:0] shift_type,  
  input wire signed [31:0] a,  
  input wire [4:0] shift,  
  output reg signed [31:0] b,  
  output reg carry
);
always @* begin
	case (shift_type)
	3'b000: begin  
		if (shift == 0) begin
			b = a;
			carry = 1'b0;
		end else begin
			b = a << shift;
			carry = a[32 - shift];
		end
	end
	3'b010: begin  
		if (shift == 0) begin  
			b = 0;
			carry = a[31];
		end else begin
			b = a >> shift;
			carry = a[shift - 1];
		end	
	end
	3'b100: begin  
		if (shift == 0) begin
			if (a[31] == 0) begin
				b = 0;
				carry = a[31];
			end else begin
				b = 32'hFFFFFFFF;
				carry = a[31];
			end
		end else begin
			b = a >>> shift;
			carry = a[shift - 1];
		end	
	end
	3'b110: begin  
		if (shift == 0) begin
			b = a >> 1'b1;
			carry = a[0];
		end else begin
		case (shift)
			5'b00001: b = {a[0], a[31:1]};
			5'b00010: b = {a[1:0], a[31:2]};
			5'b00011: b = {a[2:0], a[31:3]};
			5'b00100: b = {a[3:0], a[31:4]};
			5'b00101: b = {a[4:0], a[31:5]};  
			5'b00110: b = {a[5:0], a[31:6]};
			5'b00111: b = {a[6:0], a[31:7]};
			5'b01000: b = {a[7:0], a[31:8]};
			5'b01001: b = {a[8:0], a[31:9]};
			5'b01010: b = {a[9:0], a[31:10]};  
			5'b01011: b = {a[10:0], a[31:11]};
			5'b01100: b = {a[11:0], a[31:12]};
			5'b01101: b = {a[12:0], a[31:13]};
			5'b01110: b = {a[13:0], a[31:14]};
			5'b01111: b = {a[14:0], a[31:15]};  
			5'b10000: b = {a[15:0], a[31:16]};
			5'b10001: b = {a[16:0], a[31:17]};
			5'b10010: b = {a[17:0], a[31:18]};
			5'b10011: b = {a[18:0], a[31:19]};
			5'b10100: b = {a[19:0], a[31:20]};  
			5'b10101: b = {a[20:0], a[31:21]};
			5'b10110: b = {a[21:0], a[31:22]};
			5'b10111: b = {a[22:0], a[31:23]};
			5'b11000: b = {a[23:0], a[31:24]};
			5'b11001: b = {a[24:0], a[31:25]};  
			5'b11010: b = {a[25:0], a[31:26]};
			5'b11011: b = {a[26:0], a[31:27]};
			5'b11100: b = {a[27:0], a[31:28]};
			5'b11101: b = {a[28:0], a[31:29]};
			5'b11110: b = {a[29:0], a[31:30]};  
			5'b11111: b = {a[30:0], a[31]};
			endcase
			carry <= a[shift - 1];
		end	
	end
	default: b <= a;
	endcase
end
endmodule
module shifter_testbench();
reg [2:0] shift_type;
reg [31:0] a;
reg [4:0] shift;
reg C;
wire [31:0] b;
wire carry;
shifter dut (
  .shift_type(shift_type),
  .a(a),
  .shift(shift),
  .C(C),
  .b(b),
  .carry(carry)
);
initial begin
	shift_type <= 3'b000; a <= 32'hFFFFFFFF; shift <= 5'b00001; C <= 0; #10;
	shift <= 5'b11111; #10;
	shift <= 5'b00000; #10;
	shift_type <= 3'b010; a <= 32'hFFFFFFFF; shift <= 5'b00001; C <= 0; #10;
	shift <= 5'b11111; a <= 32'h80000FFF; #10;
	shift <= 5'b00000; #10;
	shift_type <= 3'b100; a <= 32'hFF0000FF; shift <= 5'b10000; C <= 0; #10;
	shift <= 5'b11111; a <= 32'h80000FFF; #10;
	shift <= 5'b00000; #10;
	shift_type <= 3'b110; a <= 32'hFFF000FF; shift <= 5'b10000; C <= 0; #10;
	shift <= 5'b11111; a <= 32'h00000FFF; #10;
	shift <= 5'b00000; #10;
end
endmodule
[./run.sh]
#!/bin/bash
# OpenROAD 26Q1-2900-gdf79404cd8, Yosys 0.63+post, stock flow scripts
make -C /OpenROAD-flow-scripts/flow DESIGN_CONFIG=/design/flow/config.mk WORK_HOME=/design/flow/orfs finish
[./config.mk]
export PLATFORM = sky130hd
export DESIGN_NAME = shifter
export DESIGN_NICKNAME = shifter
export VERILOG_FILES = /design/flow/design.v
export SDC_FILE = /design/flow/constraint.sdc
export NUM_CORES = 4
export LEC_CHECK = 1
export CORE_UTILIZATION = 40
[./constraint.sdc]
current_design shifter

set clk_period 11.6
set clk_io_pct 0.2

create_clock -name clk0 -period $clk_period

set non_clock_inputs [all_inputs -no_clocks]
set_input_delay [expr $clk_period * $clk_io_pct] -clock clk0 $non_clock_inputs
set_output_delay [expr $clk_period * $clk_io_pct] -clock clk0 [all_outputs]
==> results.txt <==
Flow results are below.

- The flow ran to the end, but the final reports show violations.
- The checks that failed: capacitance limit, slew limit.
- Total global-route track usage over all layers is 0.494.
- Routability-driven placement finished with a final weighted congestion of 1.04.
- Routed signal wires occupy layers up through met5.
- The cell area that synthesis handed to floorplanning was 0.0133 sq mm.
- Entering global routing, the biggest net connects 98 pins.
- The power report attributes to the combinational group a share of 0.989.
- The number of register pins that no clock reaches is 33, for reference.
- The multi-input gate area in the final layout is 0.0112 sq mm, for reference.
- The chip footprint is 0.0339 sq mm, for reference.
- After detailed routing, the total wire length is 83,700 um.
- The routed design uses 31,700 um of met2 wire.
- Per the GRT congestion report, total overflow comes to 0.
- clkbuf_1 is the most common cell in the netlist.
- Grouping non-sequential cells by family puts the most area in AND-OR/OR-AND gates.
- Counting the warning lines in the Yosys log gives 1.
- The overall die width is 184 um, for reference.
- After routing, the total negative slack on setup checks comes to 0 ns.
- The fraction of registers with async set/reset is 0, for reference.
- The actual slew at the worst max-slew pin is 1.68 ns, for reference.
- The synthesized netlist handed to floorplanning was reported with a cell count of 1,847.
- Of the total power, registers draw 0.011.
- The internal power of the cells totals 186 uW.
- The first global-routing pass estimated 121,000 um of wire.
- The detailed router finished its first iteration with 4,324 violations.
- The area occupied by registers is 495 sq um, for reference.
- The number of primary I/O pins is 73, for reference.
- The met3 wire length is 14,800 um, for reference.
- Across all checked pins, the minimum headroom to the slew limit is -0.125.
- The portion of netlist area occupied by mux cells is 0.170, for reference.
- Of the total synthesized cell area, the portion taken by full adders, half adders and majority gates is 0.00661.
- Per the synthesis report, the simple-gate share of the synthesized area is 0.200.
- The post-synthesis share of cell area spent on and-or and or-and gates is 0.458, for reference.
- The number of rows created at floorplan is 66, for reference.
- The total vias in the final route is 18,500, for reference.
- Setup repair after global routing left no endpoint under its margin.
- For this design, Yosys synthesis ends with a cell count of 1,847.
- The peak ir drop on the vdd network is 0.0656 mV, for reference.
- The number of antenna violations at the first check in global routing is 5, for reference.
- The mean number of vias per cell is 8.94, for reference.
- Per the final report, max-transition violations number 74.
- Per the final layout report, the fraction of cells sized above drive strength 1 comes to 0.128.
- The count of fill cells added during filler insertion is 3,424, for reference.
- Looking at area per cell type in the netlist, the leader is mux4_2.
- The area growth from synthesis to layout is 0.255%, for reference.
- The xor and xnor fraction of the mapped netlist area is 0.00330, for reference.
- Endpoints failing hold in the final report were tallied at 0.
- The routed wirelength on the met1 layer is recorded as 29,200 um.
- Post-CTS repair changed the size of 0 cells.
- The script computed the net switching share of total power as 0.696.
- The area fraction of the largest cell type after synthesis is 0.102.
- The number of warnings reported in the stage logs is 38.
- The initial utilization of the core area, before any placement, comes to 0.407.
- The main area contributors are mux4_2, a22oi_1, a221oi_1.
- The chip area line of the yosys report is 0.0133 sq mm, for reference.
- The number of unconstrained endpoints is 66, for reference.
- The total power consumption of the routed design is 610 uW, for reference.
- The number of buffers added for setup after CTS is 0, for reference.
- The number of buffers inserted by hold repair at cts is 0, for reference.
- The power density over the cells is 45.9 mW/mm^2, for reference.
- The post-DP HPWL is 44,000 um, for reference.
- The post-synthesis sequential element count is 33, for reference.
- The synthesized design contains 0 enable-type register cells.
- The count of nets left with antenna violations once routing finished came out at 0.
- After floorplanning, the core was sized to cover 0.0325 sq mm.
- Across the run, the number of max-cap violations was 4.
- Per the OpenROAD power report, switching power amounts to 424 uW.
- The number of distinct standard cells referenced by the synthesized netlist is 89, for reference.
- The height of the chip is 184 um, for reference.
- The average footprint of a synthesized cell is 7.18 sq um, for reference.
- The count of final setup violators is 0, for reference.
- The clock power share is 0, for reference.
- In the synthesized netlist the dominant register cell turns out to be dlxtn_1.
- The wire length per cell after detailed routing is 40.4 um, for reference.
- In the synthesized netlist, the cells that appear most often are clkbuf_1, a22oi_1, nand2_1.
- Timing would allow up to 120 MHz.
- The residual DRC count is 0, for reference.
- The via count of the first global-routing pass is 17,300, for reference.
- Per the placement log, port buffering inserted 73 buffers.
- The script extracted a total leakage power of 0.00443 uW.
- The first detailed-routing pass took 13 iterations.
==> power groups by stage <==
stage	Combinational, uW	Sequential, uW	Clock [uW]
finish	603	6.61	0.0000164
CTS	556	6.62	0
global route	608	6.73	0
==> state kept, by name, indices dropped and copies added, names as in the netlist <==
register  count
b            32
carry         1
==> final cells by class <==
type,count,area share
multi-input combinational,1456,0.846
timing repair buffer,120,0.0700
tap,442,0.0416
sequential,33,0.0373
inverter,18,0.00508
antenna,2,0.000377
==> layout by cell type, fill, tap and decap left out, drive strengths merged, types with 9 or more instances in the layout <==
| cell type | Yosys | final |
|---|---|---|
| a211o | 11 | 11 |
| a211oi | 29 | 29 |
| a21oi | 96 | 96 |
| a221o | 9 | 9 |
| a221oi | 113 | 113 |
| a222oi | 26 | 26 |
| a22o | 99 | 99 |
| a22oi | 173 | 173 |
| a31oi | 26 | 26 |
| a32o | 13 | 13 |
| a32oi | 19 | 19 |
| and2 | 10 | 10 |
| and3 | 13 | 13 |
| and4b | 12 | 12 |
| buf | 149 | 80 |
| clkdlybuf4s50 | 0 | 40 |
| dlxtn | 33 | 33 |
| inv | 17 | 17 |
| mux2 | 34 | 34 |
| mux2i | 51 | 51 |
| mux4 | 60 | 60 |
| nand2 | 126 | 126 |
| nand3 | 47 | 47 |
| nand4 | 63 | 63 |
| nor2 | 120 | 120 |
| nor2b | 14 | 14 |
| nor3 | 37 | 37 |
| o211ai | 22 | 22 |
| o21ai | 54 | 54 |
| o22ai | 19 | 19 |
| or3 | 10 | 10 |
==> kinds of logic after synthesis <==
group / count (synthesis)
AND/OR/NAND/NOR: 506
multiplexers: 145
latches: 33
buffers and inverters: 358
AND-OR/OR-AND: 793
XOR/XNOR: 5
adder cells (fa/ha/maj): 7
==> per-layer routing <==
layer / up-vias / global-route usage
met3: 797 / 0.274
met4: 12 / 0.267
met5: - / 0.0267
met2: 2151 / 0.666
met1: 8471 / 0.620
li1: 7077 / -
==> per-stage QoR <==
step	instances	util	instance area, sq um
global placement	2069	0.408	13300
finish	2071	0.408	13300
CTS	2069	0.408	13300
floorplan	1847	-	13300
detailed placement	2069	0.408	13300
global route	2069	0.408	13300
No activity file was given, so power comes from the tool's default toggle rates.
