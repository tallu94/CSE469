File: /design/flow/config.mk
export PLATFORM = sky130hd
export DESIGN_NAME = alu
export DESIGN_NICKNAME = alu
export VERILOG_FILES = /design/flow/design.v
export SDC_FILE = /design/flow/constraint.sdc
export NUM_CORES = 4
export LEC_CHECK = 1
export CORE_UTILIZATION = 30
File: /design/flow/constraint.sdc
current_design alu

set clk_period 16.7
set clk_io_pct 0.2

create_clock -name clk0 -period $clk_period

set non_clock_inputs [all_inputs -no_clocks]
set_input_delay [expr $clk_period * $clk_io_pct] -clock clk0 $non_clock_inputs
set_output_delay [expr $clk_period * $clk_io_pct] -clock clk0 [all_outputs]
File: /design/flow/design.v
module alu (
	input [10:0] ALUCtl,
	input [31:0] A,
	input [31:0] B,
	input [7:0] I,
	output wire [31:0] ALUOut,
	output wire [31:0] cpsr,
	input cpsr_enable);
	reg [31:0] temp_ALUOut;
	reg [31:0] temp_cpsr;
	assign cpsr = temp_cpsr;
	assign ALUOut = temp_ALUOut;
	wire Z;
	wire [31:0] sub_result;
	wire [31:0] add_result;
	wire [31:0] and_result;
	wire [31:0] orr_result;
	wire [31:0] eor_result;
	wire [31:0] bic_result;
	assign sub_result = A - B;
	assign add_result = A + B;
	assign and_result = A & B;
	assign orr_result = A | B;
	assign eor_result = A ^ B;
	assign bic_result = A & (~B);
	always @(ALUCtl, A, B, I) begin
		casex(ALUCtl)
			0: begin
			 temp_ALUOut = A + B;			 
				if (cpsr_enable) begin
					if ((A+B) == 0) temp_cpsr[30] = 1'b1;
					else temp_cpsr[30] = 1'b0;			 
					temp_cpsr[31] = add_result[31];  
					if ((~A[31]) && (~B[31]) && ((add_result[31]))  
					|| ((A[31]) && (B[31]) && ((~add_result[31])))) temp_cpsr[28] = 1'b1;  
					else temp_cpsr[28] = 1'b0;  
				end
			end
			1: temp_ALUOut = A + I;				 
			2: begin
				temp_ALUOut = A - B;
				if (cpsr_enable) begin		 
					if ((A - B) == 0) temp_cpsr[30] = 1'b1;
					else temp_cpsr[30] = 1'b0;		 
					if (B > A) temp_cpsr[29] = 1'b1;
					else temp_cpsr[29] = 1'b1; 			 
					if ((A[31]) && (~B[31]) && ((~sub_result[31]))  
					|| ((~A[31]) && (B[31]) && ((sub_result[31])))) temp_cpsr[28] = 1'b1;  
					else temp_cpsr[28] = 1'b0;  
					temp_cpsr[31] = sub_result[31];		 
				end
			end
			3: begin 						 
				temp_ALUOut = A & B;
				if (cpsr_enable) begin
					temp_cpsr[31] = and_result[31]; 	 
					if ((A & B) == 0) temp_cpsr[30] = 1'b1;
					else temp_cpsr[30] = 1'b0; 		 
				end
			end 		 
			4: begin						 
				temp_ALUOut = A | B;
				if (cpsr_enable) begin
					temp_cpsr[31] = orr_result[31]; 	 
					if ((A & B) == 0) temp_cpsr[30] = 1'b1;
					else temp_cpsr[30] = 1'b0; 		 
				end
			end
			5: begin						 
				temp_ALUOut = A ^ B;
				if (cpsr_enable) begin
					temp_cpsr[31] = eor_result[31]; 	 
					if ((A & B) == 0) temp_cpsr[30] = 1'b1;
					else temp_cpsr[30] = 1'b0; 		 
				end
			end
			6: temp_ALUOut = 32'bx;				 
			7: temp_ALUOut = 32'bx;				 
			8: begin
				temp_ALUOut = A < B;				 
				if ((A - B) == 0)  temp_cpsr[30] = 1'b1;
					else temp_cpsr[30] = 1'b0;		 
				if (B > A) temp_cpsr[29] = 1'b1;
					else temp_cpsr[29] = 1'b1; 			 
				if ((A[31]) && (~B[31]) && ((~sub_result[31]))  
					|| ((~A[31]) && (B[31]) && ((sub_result[31])))) temp_cpsr[28] = 1'b1;  
					else temp_cpsr[28] = 1'b0;  
				temp_cpsr[31] = sub_result[31];		 
			end
			9: begin 						 
					temp_ALUOut = 32'bx;
					temp_cpsr[31] = and_result[31]; 	 
					if ((A & B) == 0) temp_cpsr[30] = 1'b1;
					else temp_cpsr[30] = 1'b0; 		 
				end
			10: begin
					temp_ALUOut = 32'bx;				 
					temp_cpsr[31] = eor_result[31]; 	 
					if ((A & B) == 0) temp_cpsr[30] = 1'b1;
					else temp_cpsr[30] = 1'b0; 		 
				end
			11: begin
				temp_ALUOut = A & (~B);			 
				if (cpsr_enable) begin
					temp_cpsr[31] = bic_result[31]; 	 
					if ((A & B) == 0) temp_cpsr[30] = 1'b1;
					else temp_cpsr[30] = 1'b0; 		 
				end
		end
			31: temp_ALUOut = 32'bx;			 
			32: temp_ALUOut = 32'bx;			 
			41: temp_ALUOut = 32'bx;			 
			42: temp_ALUOut = 32'bx;			 
			default: temp_ALUOut = 32'bx;
		endcase
		end
endmodule
File: /design/flow/run.sh
#!/bin/bash
# OpenROAD 26Q1-2900-gdf79404cd8, Yosys 0.63+post, stock flow scripts
make -C /OpenROAD-flow-scripts/flow DESIGN_CONFIG=/design/flow/config.mk WORK_HOME=/design/flow/orfs finish
==> deck_impl_summary.md <==
Implementation Results

Placed design
  – GPL Wtd Cong: 0.964
  – Port Buffers: 119
  – HPWL after DPL: 21400 um

Route
  – Routed WL per cell: 19.0 um
  – DRT iter0 DRCs: 583
  – # DRC: 0
  – First-pass iteration count of the detailed router: 5
  – Ant. Diodes: 0
  – Antenna Violating Nets Remaining: 0
  – Via count: 8052
  – Vias per cell: 5.71
  – DRT Wirelength: 26900 um

Global route
  – Vias in the first global route: 7371
  – Initial antenna violation count: 0
  – First-pass GRT wire length: 41800 um
  – Largest net degree at the start of global routing: 32
  – Met1 usage: 33.5%
  – Busiest grt layer: met2
  – Grt ovf: 0
  – GRT Util Overall: 22.3%
  – GR Util met3: 3.14%
  – Met2 usage: 34.3%

Final layout
  – Max reg flops: 3
  – Layout cells sized above 1: 3.46%
  – Layout area overhead: 18.6%

CTS
  – Total setup buffers inserted after CTS: 0
  – Post_cts resized: 0
  – Hold-fix buffers at CTS: 0

Setup path
  – Critical path fanouts, max: 6
  – Max incr delay on CP: 640 ps
  – Delay-heaviest family, CP: AND-OR/OR-AND gates
  – Crit-path cells: clkdlybuf4s50_1 > inv_1 > ha_1 > nor2_1 > o311ai_2 > a21oi_1 > o31ai_1 > a21oi_1 > o22a_1 > a221oi_1 > nor4b_1 > a211oi_1 > o21ai_0 > clkdlybuf4s50_1
  – CP Class: in -> out
  – Crit path buf inv count: 3
  – Worst Path Arrival: 7810 ps
  – Worst setup SP type: primary input
  – Critical Path RT: 13360 ps
  – Critical path's slowest cell: clkdlybuf4s50_1
  – CP Capture Type: output pin

Final timing
  – Register pins left without a clock: 3
  – Period utilisation layout: 66.8%
  – Minimum clock period: 11150 ps
  – Endpoints left unconstrained: 6
  – RSZ-0062 raised after global routing: no
  – Slew Viols, Final: 0
  – Fmax: 0.0897 GHz
  – Endpoints failing setup: 0
  – Final hold vios: 0
  – Worst Tran Pin Value: 777 ps
  – Slew HR: 47.5%
  – Setup tns final: 0 ps

Yosys
  – Mean area per synthesized cell: 6.64 um2
  – Flops out of synthesis: 3
  – Gate Count Post-Synth: 1052
  – Synth top cell by count: ha_1
  – Ys cells: 1052
  – Top cell type by total area after synthesis: ha_1
  – Top cell area share: 19.0%
  – Synth unique cells: 83
  – Prevailing post-synth register cell: dlxtn_1
  – Synth top cells by count: 106 x ha_1, 100 x inv_1, 89 x nor2_1
  – Synth Cell Area: 6990 um2
  – Largest cells by area after synthesis: ha_1 19%, xnor2_1 8.0%, o21ai_0 5.7%
  – Yosys warns: 29
  – Yosys chip area: 6990 um2
  – Post-synth EDFFs: 0
  – Async S/R FF share, synth: 0%

Flow run
  – MaxCap Viol Count: 0
  – Tool Warnings: 98

Run status
  – Run status: complete, no violations

Pwr
  – Static Leakage: 3.41 nW
  – VDD IR-drop max: 0.0141 mV
  – Power per cell area: 34.1 nW/um2
  – Pwr Total: 0.282 mW

Floorplanning
  – Chip height: 155 um
  – Chip area: 23900 um2
  – # IOs: 148
  – Core area: 22700 um2
  – Row cnt: 55
  – DIE WIDTH: 155 um
  – Initial Util: 30.8%

Worst hold path
  – Worst Hold Class: in -> out
==> area by class of cell <==
type	count	area [um2]
Fill cell	2473	14400
Multi-Input combinational cell	890	6220
Timing Repair Buffer	131	1280
Inverter	102	383
Tap cell	285	357
Sequential cell	3	45.0
==> routing by layer <==
| layer | vias up | wire (um) |
|---|---|---|
| li1 | 3928 | - |
| met1 | 3762 | 13000 |
| met2 | 332 | 11600 |
| met3 | 30 | 1840 |
| met4 | 0 | 435 |
| met5 | - | 0 |
==> power by group <==
part / internal [mW] / switching, mW / total (mW)
Sequential: 0.00106 / 0.000195 / 0.00126
Clock: 0 / 0 / 0
Combinational: 0.126 / 0.155 / 0.281
Total: 0.127 / 0.155 / 0.282
==> metrics by stage <==
stage | setup WS (ps) | instances | hold slack [ps] | util (%) | cell area [um2]
finish | 5550 | 1411 | 7850 | 36.5 | 8290
floorplan | 7370 | 1079 | 6790 | - | 7090
CTS | 5660 | 1411 | 7860 | 36.5 | 8290
detailed placement | 5680 | 1411 | 7850 | 36.5 | 8290
global placement | 5780 | 1411 | 7850 | 36.5 | 8290
global route | 5220 | 1411 | 7930 | 36.5 | 8290
==> layout by cell type, fill, tap and decap left out, drive strengths merged, types with 7 or more instances in the layout <==
master         Yosys  final
nand3             30     30
a221o             13     13
a31oi             14     14
o21bai            10     10
o21ai             83     83
ha               106    106
a22oi              7      7
xnor2             64     64
and3               9      9
o31ai             12     12
nor2b             13     13
a221oi            26     26
or3                9      9
o21a               9      9
nand2             75     75
nor4              23     23
clkdlybuf4s50      0    119
a21o              14     14
nand2b            15     15
conb               2     29
xor2               7      7
nor3              27     27
nand4              9      9
nor2              89     89
inv              101    101
a2111oi            7      7
o211ai            16     16
a21oi             77     77
a211oi            12     12
buf               45     12
==> path summary, 6_finish.rpt <==
check / from / end / depth (start not counted)
worst max-delay path: A[1] / ALUOut[31] / 14
worst min-delay path: A[21] / ALUOut[21] / 5
==> worst min-delay path, stage by stage <==
cell	delay (ps)
clkdlybuf4s50_1	470
inv_1	120
xnor2_1	110
o21ai_0	70
clkdlybuf4s50_1	390
==> kinds of logic (layout without fill, tap and decap cells) <==
group / after synthesis / count (layout) / share of synthesized area, %
AOI/OAI and AO/OA: 355 / 355 / 35.2
and+or+nand+nor: 321 / 321 / 22.6
buffers and inverters: 186 / 233 / 12.0
adders and majority gates: 109 / 109 / 19.8
xor gates and xnor gates: 71 / 71 / 8.90
muxes: 5 / 5 / 0.716
latches: 3 / 3 / 0.645
other: 2 / 29 / 0.107
No activity file was given, so power comes from the tool's default toggle rates.
